**flow/run.sh**
```bash
#!/bin/bash
# OpenROAD 26Q1-2900-gdf79404cd8, Yosys 0.63+post, stock flow scripts
make -C /OpenROAD-flow-scripts/flow DESIGN_CONFIG=/design/flow/config.mk WORK_HOME=/design/flow/orfs finish
```
**flow/config.mk**
```make
export PLATFORM = sky130hd
export DESIGN_NAME = Lab6
export DESIGN_NICKNAME = Lab6
export VERILOG_FILES = /design/flow/design.v
export SDC_FILE = /design/flow/constraint.sdc
export NUM_CORES = 4
export LEC_CHECK = 1
export CORE_UTILIZATION = 50
```
**flow/constraint.sdc**
```tcl
current_design Lab6

set clk_period 2.1
set clk_io_pct 0.2

create_clock -name clk0 -period $clk_period [get_ports {clk}]

set non_clock_inputs [all_inputs -no_clocks]
set_input_delay [expr $clk_period * $clk_io_pct] -clock clk0 $non_clock_inputs
set_output_delay [expr $clk_period * $clk_io_pct] -clock clk0 [all_outputs]
```
**flow/design.v**
```verilog
module Lab6(
    input logic [3:0]num,
    input logic [2:0]sel,
    input logic clk, reset, write,
    output logic [7:0]anode,
    output logic [6:0]cathode
);
    logic [3:0]array_sel[0:7];
    integer i;
    always_ff @(posedge clk or posedge reset) begin
        if(reset) begin
            for(i = 0; i<8; i++) begin
                array_sel[i] <= 4'b0;
            end
        end
        else begin
            if (write) begin
                case(sel)
                    3'b000: array_sel[0] <= num;
                    3'b001: array_sel[1] <= num;
                    3'b010: array_sel[2] <= num;
                    3'b011: array_sel[3] <= num;
                    3'b100: array_sel[4] <= num;
                    3'b101: array_sel[5] <= num;
                    3'b110: array_sel[6] <= num;
                    3'b111: array_sel[7] <= num;
                endcase
            end
            else begin
                case(sel)
                    3'b000: begin 
                    anode <= 8'b11111110;
                    case(array_sel[0]) 
                        4'b0000: cathode <= 7'b0000001;
                        4'b0001: cathode <= 7'b1001111;
                        4'b0010: cathode <= 7'b0010010;
                        4'b0011: cathode <= 7'b0000110;
                        4'b0100: cathode <= 7'b1001100;
                        4'b0101: cathode <= 7'b0100100;
                        4'b0110: cathode <= 7'b0100000;
                        4'b0111: cathode <= 7'b0001111;
                        4'b1000: cathode <= 7'b0000000;
                        4'b1001: cathode <= 7'b0000100;
                        4'b1010: cathode <= 7'b0001000;
                        4'b1011: cathode <= 7'b1100000;
                        4'b1100: cathode <= 7'b0110001;
                        4'b1101: cathode <= 7'b1000010;
                        4'b1110: cathode <= 7'b0110000;
                        4'b1111: cathode <= 7'b0111000;
                        default: cathode <= 7'b0000000;
                    endcase
                    end
                    3'b001: begin 
                    anode <= 8'b11111101;
                    case(array_sel[1]) 
                        4'b0000: cathode <= 7'b0000001;
                        4'b0001: cathode <= 7'b1001111;
                        4'b0010: cathode <= 7'b0010010;
                        4'b0011: cathode <= 7'b0000110;
                        4'b0100: cathode <= 7'b1001100;
                        4'b0101: cathode <= 7'b0100100;
                        4'b0110: cathode <= 7'b0100000;
                        4'b0111: cathode <= 7'b0001111;
                        4'b1000: cathode <= 7'b0000000;
                        4'b1001: cathode <= 7'b0000100;
                        4'b1010: cathode <= 7'b0001000;
                        4'b1011: cathode <= 7'b1100000;
                        4'b1100: cathode <= 7'b0110001;
                        4'b1101: cathode <= 7'b1000010;
                        4'b1110: cathode <= 7'b0110000;
                        4'b1111: cathode <= 7'b0111000;
                        default: cathode <= 7'b0000000;
                    endcase
                    end
                    3'b010: begin 
                    anode <= 8'b11111011;
                    case(array_sel[2]) 
                        4'b0000: cathode <= 7'b0000001;
                        4'b0001: cathode <= 7'b1001111;
                        4'b0010: cathode <= 7'b0010010;
                        4'b0011: cathode <= 7'b0000110;
                        4'b0100: cathode <= 7'b1001100;
                        4'b0101: cathode <= 7'b0100100;
                        4'b0110: cathode <= 7'b0100000;
                        4'b0111: cathode <= 7'b0001111;
                        4'b1000: cathode <= 7'b0000000;
                        4'b1001: cathode <= 7'b0000100;
                        4'b1010: cathode <= 7'b0001000;
                        4'b1011: cathode <= 7'b1100000;
                        4'b1100: cathode <= 7'b0110001;
                        4'b1101: cathode <= 7'b1000010;
                        4'b1110: cathode <= 7'b0110000;
                        4'b1111: cathode <= 7'b0111000;
                        default: cathode <= 7'b0000000;
                    endcase
                    end
                    3'b011: begin 
                    anode <= 8'b11110111;
                    case(array_sel[3]) 
                        4'b0000: cathode <= 7'b0000001;
                        4'b0001: cathode <= 7'b1001111;
                        4'b0010: cathode <= 7'b0010010;
                        4'b0011: cathode <= 7'b0000110;
                        4'b0100: cathode <= 7'b1001100;
                        4'b0101: cathode <= 7'b0100100;
                        4'b0110: cathode <= 7'b0100000;
                        4'b0111: cathode <= 7'b0001111;
                        4'b1000: cathode <= 7'b0000000;
                        4'b1001: cathode <= 7'b0000100;
                        4'b1010: cathode <= 7'b0001000;
                        4'b1011: cathode <= 7'b1100000;
                        4'b1100: cathode <= 7'b0110001;
                        4'b1101: cathode <= 7'b1000010;
                        4'b1110: cathode <= 7'b0110000;
                        4'b1111: cathode <= 7'b0111000;
                        default: cathode <= 7'b0000000;
                    endcase
                    end 
                    3'b100: begin 
                    anode <= 8'b11101111;
                    case(array_sel[4]) 
                        4'b0000: cathode <= 7'b0000001;
                        4'b0001: cathode <= 7'b1001111;
                        4'b0010: cathode <= 7'b0010010;
                        4'b0011: cathode <= 7'b0000110;
                        4'b0100: cathode <= 7'b1001100;
                        4'b0101: cathode <= 7'b0100100;
                        4'b0110: cathode <= 7'b0100000;
                        4'b0111: cathode <= 7'b0001111;
                        4'b1000: cathode <= 7'b0000000;
                        4'b1001: cathode <= 7'b0000100;
                        4'b1010: cathode <= 7'b0001000;
                        4'b1011: cathode <= 7'b1100000;
                        4'b1100: cathode <= 7'b0110001;
                        4'b1101: cathode <= 7'b1000010;
                        4'b1110: cathode <= 7'b0110000;
                        4'b1111: cathode <= 7'b0111000;
                        default: cathode <= 7'b0000000;
                    endcase
                    end
                    3'b101: begin 
                    anode <= 8'b11011111;
                    case(array_sel[5]) 
                        4'b0000: cathode <= 7'b0000001;
                        4'b0001: cathode <= 7'b1001111;
                        4'b0010: cathode <= 7'b0010010;
                        4'b0011: cathode <= 7'b0000110;
                        4'b0100: cathode <= 7'b1001100;
                        4'b0101: cathode <= 7'b0100100;
                        4'b0110: cathode <= 7'b0100000;
                        4'b0111: cathode <= 7'b0001111;
                        4'b1000: cathode <= 7'b0000000;
                        4'b1001: cathode <= 7'b0000100;
                        4'b1010: cathode <= 7'b0001000;
                        4'b1011: cathode <= 7'b1100000;
                        4'b1100: cathode <= 7'b0110001;
                        4'b1101: cathode <= 7'b1000010;
                        4'b1110: cathode <= 7'b0110000;
                        4'b1111: cathode <= 7'b0111000;
                        default: cathode <= 7'b0000000;
                    endcase
                    end 
                    3'b110: begin 
                    anode <= 8'b10111111;
                    case(array_sel[6]) 
                        4'b0000: cathode <= 7'b0000001;
                        4'b0001: cathode <= 7'b1001111;
                        4'b0010: cathode <= 7'b0010010;
                        4'b0011: cathode <= 7'b0000110;
                        4'b0100: cathode <= 7'b1001100;
                        4'b0101: cathode <= 7'b0100100;
                        4'b0110: cathode <= 7'b0100000;
                        4'b0111: cathode <= 7'b0001111;
                        4'b1000: cathode <= 7'b0000000;
                        4'b1001: cathode <= 7'b0000100;
                        4'b1010: cathode <= 7'b0001000;
                        4'b1011: cathode <= 7'b1100000;
                        4'b1100: cathode <= 7'b0110001;
                        4'b1101: cathode <= 7'b1000010;
                        4'b1110: cathode <= 7'b0110000;
                        4'b1111: cathode <= 7'b0111000;
                        default: cathode <= 7'b0000000;
                    endcase
                    end
                    3'b111: begin 
                    anode <= 8'b01111111;
                    case(array_sel[7]) 
                        4'b0000: cathode <= 7'b0000001;
                        4'b0001: cathode <= 7'b1001111;
                        4'b0010: cathode <= 7'b0010010;
                        4'b0011: cathode <= 7'b0000110;
                        4'b0100: cathode <= 7'b1001100;
                        4'b0101: cathode <= 7'b0100100;
                        4'b0110: cathode <= 7'b0100000;
                        4'b0111: cathode <= 7'b0001111;
                        4'b1000: cathode <= 7'b0000000;
                        4'b1001: cathode <= 7'b0000100;
                        4'b1010: cathode <= 7'b0001000;
                        4'b1011: cathode <= 7'b1100000;
                        4'b1100: cathode <= 7'b0110001;
                        4'b1101: cathode <= 7'b1000010;
                        4'b1110: cathode <= 7'b0110000;
                        4'b1111: cathode <= 7'b0111000;
                        default: cathode <= 7'b0000000;
                    endcase
                    end
                endcase
            end
        end
    end
endmodule
```
==> flow_summary.ini <==
; synthesis and place-and-route metrics
[run]
warning_count = 72
max_cap_violations = 0

[sta]
min_period_ns = 2.04
final_hold_viol_count = 0
finClkSkew_ns = 0.00899
fmax_mhz = 489
fin_worst_hold_slack_ns = 0.537
worst_pin_slew_ns = 0.491
rsz0062_at_grt = false
setup_viol = 0
setup_ws_ns = 0.0559
slew_violations = 0
finalCritPeriodShare_pct = 97.3
tns_ns = 0
max_slew_margin_pct = 67.2

[route]
vias = 3409
drt_iter0_markers = 175
first_pass_iters = 4
ant_nets = 0
drc = 0
wire_per_inst_um = 16.1
n_antenna_cell = 0
drt-total-wl_mm = 9.82
via_per_inst = 5.60

[cells_and_area]
utilization_pct = 62.8
fillers = 671
layout-drive-gt1-share_pct = 24.3
syn_to_final_growth_pct = 20.3
final_area_um2 = 4880

[setup_path]
cpMaxStageDelayCell = mux4_2
critPathCaptureType = flip-flop
cpMostUsedCell = inv_1
crit_path_max_fanout = 5
critPathMaxStageDelay_ns = 0.46
critPathArrivalTime_ns = 2.09
path_cells = inv_1, ha_1, inv_1, mux4_2, a22oi_1, a31oi_1
worstRegToRegCells = 6
worstSetupStartpointType = flip-flop
criticalPathCategory = reg2reg
worst_ep_required_time_ns = 2.15

[place]
portBuffers = 24
dpl_cell_area_um2 = 4740
place.gp.congestion = 0.947
place_hpwl_mm = 7.64
dp_slack_ns = -0.257

[synthesis]
yosys-stat-cells = 446
yosys.area.top_type = dfrtp_1
yosys_most_used_dff = dfrtp_1
postSynthSeqShare_pct = 30.8
avgSynthCellArea_um2 = 9.10
yosys.cell_types.count = 54
area_leaders = dfrtp_1, ha_1, edfxtp_1
synth_flops = 47
netlist_area_um2 = 4060
top_area_share_pct = 19.7
edf_count = 15
ys_async_sr_fraction_pct = 68.1
yosysChipArea_um2 = 4060
ys_warn_count = 2
synth_cells = 446

[global_routing]
grt_pass1_vias = 3090
gr-usage-all-layers_pct = 25.2
antenna_found_initial = 0
grt_max_degree = 33
grt_pass1_wl_mm = 15.9
grt-ovfl-total = 0

[clocking]
cts.sinks = 47
cts_post_setup_buffers_inserted = 0
numCtsBuffers = 5
h-tree-depth = 2
root_buffer = clkbuf_8
clkLatencyLatePin_ns = 0.30
cts.path.max_buffers = 2
cts_tree = done
cts.clk_slew.worst_paths_ns = 0.09

[die]
fp_util_pct = 52.2
io_pins = 25
die_w_um = 92.1
core_area_um2 = 7770
chipArea_um2 = 8480
die_y_um = 92.1
rows = 32

[worst_hold_path]
hp-class = in2async

[power]
power_density_nw_per_um2 = 753
leakage_nw = 2.12
ir_worst_vdd_mv = 0.411

[outcome]
status = finished, final reports clean
==> through the flow <==
stage                     total power [mW]  instances
after CTS                             3.69        609
after global routing                  3.98        609
after floorplan                       2.48        446
after detailed placement              3.00        601
final                                 3.68        609
after global placement                3.00        601
==> Yosys cell counts (all sizes together), types with 3 or more instances <==
cell     n
a211oi  12
a21oi   32
a221oi   4
a22oi    3
a311oi   3
a31oi    8
and2     3
and3     4
buf     11
clkbuf  16
clkinv   3
dfrtp   32
edfxtp  15
ha      55
inv     31
mux2    28
mux2i    8
mux4     4
nand2   44
nand2b  12
nand3    9
nand3b   3
nor2    15
nor2b    9
nor3     4
nor3b    4
o211ai   6
o21ai   37
o22ai    7
or2      3
==> worst max-delay path: cells and delay by family (launching register included) <==
family                     cells  cell delay (ns)
muxes                          1             0.46
DFF                            1             0.43
AOI/OAI and AO/OA              2             0.41
adders and majority gates      1             0.33
buffers and inverters          2             0.17
==> path summary, 6_finish.rpt <==
check,startpoint,endpoint,slack (ns)
setup / recovery,array_sel[4][1]$_DFFE_PP0P_,cathode[3]$_DFFE_PP_,0.06
hold / removal,reset,array_sel[0][0]$_DFFE_PP0P_,0.54
setup reg to reg,array_sel[4][1]$_DFFE_PP0P_,cathode[3]$_DFFE_PP_,0.06
hold reg to reg,array_sel[3][1]$_DFFE_PP0P_,array_sel[3][1]$_DFFE_PP0P_,0.60
max in group asynchronous,reset,array_sel[7][0]$_DFFE_PP0P_,1.24
min in group clk0,array_sel[3][1]$_DFFE_PP0P_,array_sel[3][1]$_DFFE_PP0P_,0.60
==> cell families after synthesis <==
group	count (synthesis)	synth area share, %
muxes	40	12.0
DFF	47	30.8
buffers and inverters	61	6.20
and+or+nand+nor	120	15.5
AOI/OAI and AO/OA	123	18.6
adders and majority gates	55	17.0
==> power by group <==
group	internal, mW	total [mW]	switching (mW)
logic	0.807	1.64	0.831
registers	1.12	1.37	0.256
clock network	0.349	0.664	0.315
total	2.27	3.68	1.40
==> cell usage in the layout (no fill, tap or decap), types with 3 or more instances in the layout <==
cell type        instances
inv_1                   27
mux2_2                  28
a311oi_1                 3
o21ai_0                 36
o22ai_1                  7
mux2i_1                  8
a21oi_1                 31
edfxtp_1                15
nand3_1                  9
a22oi_1                  3
dfrtp_2                  4
nor2b_1                  9
a211oi_1                12
dfrtp_1                 28
and3_1                   4
clkbuf_8                 5
inv_2                    3
a31oi_1                  8
ha_1                    52
a221oi_1                 3
nor3_1                   3
o211ai_1                 6
nand2_1                 44
buf_4                   55
nor2_1                  15
mux4_2                   4
nand2b_1                12
clkinv_2                 3
or2_2                    3
ha_2                     3
clkdlybuf4s50_1         24
==> area by class of cell <==
class	instances	area (µm²)	share of cell area (%)
clock inverter	3	38.8	0.795
multi-input combinational	338	2580	52.9
clock buffer	5	68.8	1.41
sequential	47	1260	25.7
timing repair buffer	80	673	13.8
inverter	34	133	2.72
tap	102	128	2.62
==> what timing repair did <==
item | CTS | global route
endpoints found under the setup margin | 0 | 5
resized | 0 | 13
hold buffers | 0 | 0
==> sequential cells by signal, indices dropped and copies added (netlist names) <==
| signal | flops |
|---|---|
| cathode | 7 |
| array_sel | 32 |
| anode | 8 |
==> routing by layer <==
metal / track usage [%] / part of all wire (%)
met5: 0 / 0
met3: 2.78 / 4.0
met2: 39.1 / 45
met1: 41.0 / 50
met4: 2.60 / 1.0
No activity file was given, so power comes from the tool's default toggle rates.
